==> design/flow/design.v <==
`timescale 1ns/10ps
module div#(
  parameter WIDTH = 64
)(
  input                     i_clk         ,
  input                     i_rst_n       ,
  input                     i_flush       ,
  input                     i_divw        ,
  input                     i_start       ,
  output                    o_busy        ,
  output logic              o_end_valid   ,
  input                     i_end_ready   ,
  input                     i_signed      ,
  input  logic [WIDTH-1:0]  i_dividend    ,
  input  logic [WIDTH-1:0]  i_divisor     ,
  output logic [WIDTH-1:0]  o_quotient    ,
  output logic [WIDTH-1:0]  o_remainder
);
  localparam CNT_W = $clog2(WIDTH);
  logic [CNT_W-1:0] cnt;
  wire cntneq0 = |cnt;
  assign o_busy = (cntneq0) | o_end_valid;
  always@(posedge i_clk or negedge i_rst_n)begin
    if(!i_rst_n)begin
      cnt <= {CNT_W{1'b0}};
    end else if(i_flush) begin
      cnt <= {CNT_W{1'b0}};
    end else if(i_start) begin
      cnt <= i_divw ? {1'b0,{(CNT_W-1){1'b1}}} : {CNT_W{1'b1}};  
    end else if(cntneq0) begin  
      cnt <= cnt - 1;
    end
  end
  always@(posedge i_clk or negedge i_rst_n)begin
    if(!i_rst_n)begin
      o_end_valid <= 1'b0;
    end else if(i_flush)begin
      o_end_valid <= 1'b0;
    end else if(cnt == {{(CNT_W-1){1'b0}},1'b1}) begin
      o_end_valid <= 1'b1;
    end else if(i_end_ready) begin
      o_end_valid <= 1'b0;
    end
  end
  wire [WIDTH-1:0] i_dividend_wrapper = i_divw ? {{(WIDTH/2){i_dividend[WIDTH/2-1]}}, i_dividend[WIDTH/2-1:0]} : i_dividend;
  wire [WIDTH-1:0] i_divisor_wrapper  = i_divw ? {{(WIDTH/2){i_divisor [WIDTH/2-1]}}, i_divisor [WIDTH/2-1:0]} : i_divisor ;
  wire dividend_positive = i_signed ? ~i_dividend_wrapper[WIDTH-1] : 1;
  wire divisor_positive  = i_signed ? ~i_divisor_wrapper [WIDTH-1] : 1;
  wire [WIDTH-1:0] i_dividend_abs = dividend_positive ? i_dividend_wrapper : ~i_dividend_wrapper + 1'b1;
  wire [WIDTH-1:0] i_divisor_abs  = divisor_positive  ? i_divisor_wrapper  : ~i_divisor_wrapper  + 1'b1;
  logic [WIDTH-1  :0] divisor_r;
  logic [2*WIDTH-1:0] dividend , dividend_r , dividend_r_shift ;
  logic [WIDTH-1  :0] quotient , quotient_r ;
  always@(posedge i_clk or negedge i_rst_n)begin
    if(!i_rst_n)begin
      dividend_r  <= {2*WIDTH{1'b0}};
      divisor_r   <= {  WIDTH{1'b0}};
      quotient_r  <= {  WIDTH{1'b0}};
    end else if(i_flush) begin
      dividend_r  <= {2*WIDTH{1'b0}};
      divisor_r   <= {  WIDTH{1'b0}};
      quotient_r  <= {  WIDTH{1'b0}};
    end else if(i_start) begin
      dividend_r  <= {{WIDTH{1'b0}}, i_dividend_abs};
      divisor_r   <= i_divisor_abs;
      quotient_r  <= {WIDTH{1'b0}};
    end else if(cntneq0) begin
      dividend_r  <= dividend ;
      quotient_r  <= quotient ;
    end
  end
  logic [WIDTH-1:0] div_sub, mask;
  logic sub_positive, sub_negative;
  assign dividend_r_shift = {dividend_r >> cnt};
  assign {sub_negative,div_sub} = dividend_r_shift[WIDTH:0] - {1'b0,divisor_r};
  assign sub_positive = ~sub_negative;
  assign mask = ~({WIDTH{1'b1}} << cnt);  
  assign dividend = sub_negative ? dividend_r : {{WIDTH{1'b0}}, {(div_sub<<cnt) | (dividend_r[WIDTH-1:0] & mask)}};
  for(genvar i=0; i<WIDTH; i++)begin
    assign quotient[i]  = (i == cnt) ? sub_positive : quotient_r[i];
  end
  assign o_quotient  = cntneq0 ? {WIDTH{1'b0}} : (~(dividend_positive^divisor_positive) ? quotient : ~quotient + 1'b1)  ;
  assign o_remainder = cntneq0 ? {WIDTH{1'b0}} : (dividend_positive ? dividend[WIDTH-1:0] : ~dividend[WIDTH-1:0] + 1'b1);
endmodule
==> design/flow/run.sh <==
#!/bin/bash
# OpenROAD 26Q1-2900-gdf79404cd8, Yosys 0.63+post, stock flow scripts
make -C /OpenROAD-flow-scripts/flow DESIGN_CONFIG=/design/flow/config.mk WORK_HOME=/design/flow/orfs finish
==> design/flow/config.mk <==
export PLATFORM = sky130hd
export DESIGN_NAME = div
export DESIGN_NICKNAME = div
export VERILOG_FILES = /design/flow/design.v
export SDC_FILE = /design/flow/constraint.sdc
export NUM_CORES = 4
export LEC_CHECK = 1
export CORE_UTILIZATION = 30
==> design/flow/constraint.sdc <==
current_design div

set clk_period 46.7
set clk_io_pct 0.2

create_clock -name clk0 -period $clk_period [get_ports {i_clk}]

set non_clock_inputs [all_inputs -no_clocks]
set_input_delay [expr $clk_period * $clk_io_pct] -clock clk0 $non_clock_inputs
set_output_delay [expr $clk_period * $clk_io_pct] -clock clk0 [all_outputs]
==> results.txt <==
impl run done, here's what came out: Layout area overhead=16.0%, Clock Latency Late Sink=0.56 ns, fin. max-slew vios=0, biggest area cells=dfrtp_1, nor2_1, nand2_1, a21oi_1, o21ai_0, Final Hold Viols=0, ANT nets after route=0, fin util=35.3%, H-tree levels=4, share of cells above drive strength 1=8.19%, FF-to-FF Start=cnt[0], Yosys Chip Area=0.0338 mm^2, CP Launch Type=input pin, Fill cells=12100, first-pass GRT wire length=314000 um, Setup TNS Final=0 ns, die span in y=338 um, Worst Hold Launch=divisor_r[32], vias per cell=6.44, FP Rows=122, # IOs=265, Total Wirelength=225000 um, WP data arrival=12.39 ns, Ys Warns=1, leading area contributor after synthesis=dfrtp_1, top_reg_cell synth=dfrtp_1, Total GRT Usage=39.6%, top-count cell post-synth=nor2_1, CTS tree=yes, reg2reg end=dividend_r[57], FP Core Util=30.4%, max-capacitance violation count=0, Log Warnings=30, endpoint class of the critical path=output pin, worst r2r path cells=32, placed cell areas=0.0386 mm^2, Synth Cell Area=0.0338 mm^2, Area leader share=14.7%, Cell Type Count=107, Worst-path clk slew=0.09 ns, Worst Setup SP=i_divw, clk buf depth=2, Max VDD drop=0.0400 mV, Hold WC Path Type=flop to flop, 1st-pass router iterations=7, critical path class=input pin to output pin, setup bufs post-CTS=0, Synth top cells by count=nor2_1, nand2_1, a21oi_1, CP Max Fanout=62, Root Buffer=clkbuf_16, cts repair resizes=0, DRC violations left=0, core area=0.111 mm^2, clk sinks=199, hold depth=2, RSZ-0062 raised after global routing=false, yosys stat cell total=5128, EDFF count, synth=0, relative slew slack=30.9%, Placer Congestion=1.10, crit path time final=21.73 ns, Via Count=43500, chip width=338 um, number of global-route vias before repair=40400, antenna violations before repair=10, Peak Freq=0.0460 GHz, cell count after synthesis=5128, ys flops=199, final worst-path cycle share=46.5%, TritonCTS buffer count=17, design area=0.0393 mm^2, Worst Hold Endpoint=divisor_r[32], Worst Tran Pin Value=1.03 ns, Port Buffers=264, PD cells=48.5 mW/mm^2, mean area per synthesized cell=6.60 um^2, die area=0.114 mm^2, status=finished, final reports clean, worst hold margin=0.534 ns, total gr overflow=0, Synth async-reset ratio=100%, Finish-stage setup viols=0, Detailed Place HPWL=178000 um, clock skew=0.0164 ns, sequential fraction of the synthesis area=14.7%, P_leak=14.7 nW, R2R Setup Slk=36.49 ns, DRT iter0 DRCs=4861, largest net degree at the start of global routing=91, count of hold buffers inserted by post-cts repair=0, WL per Instance=33.4 um, Critical Path RT=37.36 ns
-- layout by cell type (no fill, tap or decap), types with 29 or more instances in the layout --
cell | Yosys | layout
dfrtp_1 | 199 | 193
xor2_1 | 112 | 112
nand4_1 | 90 | 90
mux2i_1 | 89 | 89
buf_4 | 4 | 227
a31oi_1 | 80 | 80
o21a_1 | 41 | 40
nand2_1 | 571 | 568
clkdlybuf4s50_1 | 0 | 260
nor3_1 | 166 | 166
or3_1 | 58 | 58
a21o_1 | 43 | 43
and2_1 | 35 | 35
a221oi_1 | 39 | 38
o21ai_0 | 383 | 382
nor4_1 | 50 | 48
inv_1 | 148 | 144
nor2_1 | 813 | 807
nand2b_1 | 29 | 29
nor2b_1 | 48 | 48
o22ai_1 | 39 | 39
ha_1 | 75 | 75
xnor2_1 | 138 | 138
a21oi_1 | 423 | 423
mux4_2 | 33 | 33
and3_1 | 48 | 48
a211oi_1 | 139 | 134
o31ai_1 | 67 | 67
o211ai_1 | 66 | 66
and4_1 | 32 | 32
nand3_1 | 116 | 116
-- final cells by class --
type | instances | area (um^2) | area share (%)
antenna | 4 | 10.0 | 0.0255
multi-input combinational | 4379 | 26800 | 68.3
inverter | 150 | 563 | 1.43
clock buffer | 17 | 425 | 1.08
timing repair buffer | 492 | 4380 | 11.2
clock inverter | 15 | 223 | 0.567
sequential | 199 | 4990 | 12.7
tap | 1488 | 1860 | 4.74
-- cells by family after synthesis --
group | after synthesis | synth area share [%]
compound gates | 1753 | 34.6
fa+ha+maj | 76 | 2.83
buf+inv | 550 | 6.36
simple gates | 2157 | 29.5
mux | 143 | 5.53
xor+xnor | 250 | 6.47
flops | 199 | 14.7
-- registers in the layout (all words and copies together) (netlist names) --
register,cells
cnt,6
dividend_r,64
divisor_r,64
o_end_valid,1
quotient_r,64
-- report_power, final --
| group | switching, mW | total [mW] | leakage (nW) | internal [mW] |
|---|---|---|---|---|
| Clock | 0.0920 | 0.171 | 0.311 | 0.0789 |
| Combinational | 1.10 | 1.53 | 11.7 | 0.429 |
| Sequential | 0.0249 | 0.209 | 2.66 | 0.184 |
-- worst max-delay path, stage by stage --
cell and delay [ns]:
buf_2 0.14, buf_4 0.48, nor2b_1 0.22, o21ai_4 0.52
buf_4 0.57, a21oi_1 0.13, o21ai_0 0.26, xnor2_1 0.09
nor2_1 0.08, clkdlybuf4s50_1 0.47
-- routing by layer --
metal  track usage, %  part of all wire [%]
met5                0                 0.026
met4             18.2                   5.7
met3             12.1                    10
met2             56.7                    42
met1             54.7                    42
-- worst max path at each step --
stage                 end  cells past startpoint
4_1_cts   o_remainder[15]                     10
5_1_grt   o_remainder[63]                     34
6_report  o_remainder[15]                     10
-- metrics by stage --
step           total power, mW  std cells  setup slack, ns
2_1_floorplan            0.997       5128            26.37
3_3_place_gp              1.67       6708            25.00
3_5_place_dp              1.66       6708            25.01
4_1_cts                   1.84       6740            25.00
5_1_grt                   1.96       6740            24.47
6_report                  1.91       6744            24.97
Power and IR drop assume default switching activity.
