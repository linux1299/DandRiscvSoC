--- flow/run.sh ---
#!/bin/bash
# OpenROAD 26Q1-2900-gdf79404cd8, Yosys 0.63+post, stock flow scripts
make -C /OpenROAD-flow-scripts/flow DESIGN_CONFIG=/design/flow/config.mk WORK_HOME=/design/flow/orfs finish
--- flow/constraint.sdc ---
current_design csa_nbit

set clk_period 1.0
set clk_io_pct 0.2

create_clock -name clk0 -period $clk_period

set non_clock_inputs [all_inputs -no_clocks]
set_input_delay [expr $clk_period * $clk_io_pct] -clock clk0 $non_clock_inputs
set_output_delay [expr $clk_period * $clk_io_pct] -clock clk0 [all_outputs]
--- flow/design.v ---
`timescale 1ns/10ps
module csa_nbit#(
  parameter N = 64
)(
  input  [N-1:0] i_a, 
  input  [N-1:0] i_b, 
  input  [N-1:0] i_c, 
  output [N-1:0] o_s, 
  output [N-1:0] o_c
);
  wire [N-1:0] p;
  wire [N-1:0] g;
  genvar i;
  generate
    for(i=0; i<N; i=i+1)begin:csa
      assign g[i] = i_a[i] & i_b[i];
      assign p[i] = i_a[i] ^ i_b[i];
      assign o_s[i] = p[i] ^ i_c[i];
      assign o_c[i] = i_c[i] & p[i] | g[i] ;
    end
  endgenerate
endmodule
--- flow/config.mk ---
export PLATFORM = sky130hd
export DESIGN_NAME = csa_nbit
export DESIGN_NICKNAME = csa_nbit
export VERILOG_FILES = /design/flow/design.v
export SDC_FILE = /design/flow/constraint.sdc
export NUM_CORES = 4
export LEC_CHECK = 1
export CORE_AREA = 10 10 130 130
export DIE_AREA = 0 0 140 140
==> impl_metrics.ini <==
; flow metrics
[clock_tree]
post-cts-setup-buffer-count = 0
cts_hold_buf = 0

[grt]
grt_pass1_wl_mm = 14.5
antenna_found_initial = 0
gr-total-overflow = 0
track_usage = 0.0971
grt_max_degree = 2
grt_pass1_vias = 2334

[floorplan]
die_area_um2 = 19600
io_pins = 320
rows = 43
fp_util = 0.0916
core_area_um2 = 14000
die_w_um = 140
die_y_um = 140

[worst_hold_path]
hold_path.class = primary input to output port

[synthesis]
synth_cells = 64
syn_area_per_cell_um2 = 20.0
synth_area_um2 = 1280
ys_area_um2 = 1280
yosys_cells = 64
synth_warnings = 0
synth.distinct_cells = 1
ys_seq_frac = 0

[power_and_ir_drop]
power_density_nw_per_um2 = 419
total_power_w = 0.00165
max-vdd-ir-drop_uv = 155
power_leakage_nw = 1.90

[sta]
setup_violations = 66
period_used_share = 1.15
tightest_slew_ns = 0.0826
fmax_ghz = 0.867
hold_viol_final = 0
setup_ws_ns = -0.153
period_needed_ns = 1.15
rsz0062_at_grt = yes
max-slew-margin-rel = 0.945
slew_violations = 0

[drt]
first_pass_iters = 4
drc = 0
wl_mm = 10.2
routed_via_density = 3.35
diodes = 0
drt_iter0_drc = 21
vias = 1887
wire_per_inst_um = 18.1
postRouteAntennaNets = 0

[worst_setup_path]
worst_path_max_delay_cell = fa_2
crit_buf_inv = 2
critPathCaptureType = output port
slowest_delay_ns = 0.56
criticalPathCategory = primary input to output port
crit_chain = buf_6 -> fa_2 -> buf_2
arrival_ns = 0.95
crit_family = adder cells
worst-path-max-fanout = 1
cp.required_ns = 0.80
start_kind = primary input

[layout]
drive_gt1_frac = 0.997
seq_area_um2 = 0
final_cell_mix = buf_2 (214), buf_6 (105), fa_2 (63)
lay_top_count = buf_2
area_growth_pct = 207
flops = 0
nClkBuffers = 0
final_core_util = 0.281

[outcome]
violations = negative setup slack
status = complete, but fails checks

[place]
gp_congestion = 0.905
numPortBuffers = 320
hpwlAfterDp_mm = 9.95

[run]
cap_violations = 0
warnings = 34
[per-layer routing]
metal / up-vias / GRT usage / routed length (um)
met3: 2 / 0.0483 / 1400
met4: 0 / 0.00217 / 26
met1: 886 / 0.110 / 3450
met5: - / 0 / 0
met2: 167 / 0.170 / 5340
li1: 832 / - / -
[timing repair]
action,in CTS,in global routing
endpoints found under the setup margin,128,82
resized,1310,37
hold endpoints to repair,0,0
pin swaps,60,30
[cells by family (layout without fill, tap and decap cells)]
group      count (synthesis)  in the layout  synth area share
buf+inv                    0            320                 0
fa+ha+maj                 64             64              1.00
[where the power goes]
part | switching [W] | internal, W
clock | 0 | 0
combinational | 0.000552 | 0.00109
sequential | 0 | 0
[worst paths after layout]
| check | start | end | cells after the start |
|---|---|---|---|
| worst min-delay path | i_a[0] | o_c[0] | 3 |
| worst max-delay path | i_b[47] | o_s[47] | 3 |
[Yosys cell counts]
library cell,count,share of area
fa_1,64,1.0
[area by class of cell]
cell class | count | area [um2]
Fill cell | 1523 | 10100
Multi-Input combinational cell | 64 | 1440
Tap cell | 180 | 225
Timing Repair Buffer | 320 | 2270
[through the flow]
step	TNS, ns	hold slack [ns]	cells	area (um2)	setup slack, ns
floorplan	0	0.503	64	1280	0.113
global placement	-100.03	1.48	564	4710	-0.961
detailed placement	-100.16	1.48	564	4710	-0.982
CTS	-8.89	0.720	564	3710	-0.171
global route	-9.69	0.726	564	3930	-0.184
finish	-8.43	0.700	564	3930	-0.153
Power figures rest on the tool's default switching activity, not on a simulated workload.
